--- ./design.v ---
module db (
        input clk, n_reset, button_in,
        output reg out
    );
    parameter maxbit = 19;  
    reg [maxbit - 1 : 0] q_reg;
    reg [maxbit - 1 : 0] q_next;
    reg f1;
    reg f2;
    wire q_add;
    wire q_reset;
    assign q_reset = (f1 ^ f2);          
    assign q_add = ~(q_reg[maxbit-1]);   
    always @ ( q_reset, q_add, q_reg )  
        begin
            case ( {q_reset, q_add} )  
                2'b00 :
                    q_next <= q_reg;   
                2'b01 :
                    q_next <= q_reg + 1;
                default :
                    q_next <= { maxbit { 1'b0 } };  
            endcase
        end
    always @ ( posedge clk )
        begin
            if (n_reset == 1'b0)
                begin
                    f1 <= 1'b0;  
                    f2 <= 1'b0;
                    q_reg <= { maxbit { 1'b0 } };
                end
            else
                begin
                    f1 <= button_in;
                    f2 <= f1;  
                    q_reg <= q_next;
                end
        end
    always @ ( posedge clk )
        begin
            if (q_reg[maxbit-1] == 1'b1)
                out <= f2;
            else
                out = out;
        end
endmodule
--- ./run.sh ---
#!/bin/bash
# OpenROAD 26Q1-2900-gdf79404cd8, Yosys 0.63+post, stock flow scripts
make -C /OpenROAD-flow-scripts/flow DESIGN_CONFIG=/design/flow/config.mk WORK_HOME=/design/flow/orfs finish
--- ./config.mk ---
export PLATFORM = sky130hd
export DESIGN_NAME = db
export DESIGN_NICKNAME = db
export VERILOG_FILES = /design/flow/design.v
export SDC_FILE = /design/flow/constraint.sdc
export NUM_CORES = 4
export LEC_CHECK = 1
export CORE_AREA = 10 10 78 78
export DIE_AREA = 0 0 88 88
--- ./constraint.sdc ---
current_design db

set clk_period 2.8
set clk_io_pct 0.2

create_clock -name clk0 -period $clk_period [get_ports {clk}]

set non_clock_inputs [all_inputs -no_clocks]
set_input_delay [expr $clk_period * $clk_io_pct] -clock clk0 $non_clock_inputs
set_output_delay [expr $clk_period * $clk_io_pct] -clock clk0 [all_outputs]
==> qor.yml <==
pwr:
  irDropWorstVdd_uv: 144
  power_leakage_nw: 0.370
  power_density_nw_per_um2: 500
final_timing:
  finalHoldViolCount: 0
  fin_skew_ns: 0.00341
  tightest_slew_ns: 0.714
  rsz0062_at_grt: "no"
  maxSlewViolCount: 0
  setup_violations: 0
  fmax_mhz: 609
  max_slew_margin_pct: 52.4
  finalCriticalPeriod_ns: 1.64
  post-route-period-util_pct: 58.7
  fin_tns_setup_ns: 0
cts:
  cts_made_buffers: 3
  cts_buffer_depth: 2
  cts_tree: "done"
  root_buffer: "clkbuf_8"
  cts.sinks: 22
  post_cts_buffers: 0
  clk_pin_slew_ns: 0.07
  insertion_delay_ns: 0.26
  postCtsHoldBufs: 0
  cts_resized: 0
  h-tree-depth: 1
route:
  viasPerCell: 4.35
  drtAntennaViolNets: 0
  drt-total-wl_mm: 1.54
  wl_per_cell_um: 9.88
  drc: 0
  drt_first_pass_iters: 4
  drt_iter0_drc: 22
  via_count: 679
  antennaDiodeCount: 0
cells_and_area:
  seqCellArea_um2: 450
  largest_register_ffs: 19
  layout-drive-gt1-share_pct: 5.77
  instances_no_fill: 156
  syn_to_final_growth_pct: 13.5
  layout.area.comb_um2: 475
  nFillCells: 458
setup_path:
  r2r_cells: 4
  start_kind: "register"
  r2r_end: "q_reg[17]"
  path_max_fanout: 8
  cp_slowest_cell: "and4b_1"
  critPathCaptureType: "register"
  critPathLaunch: "q_reg[18]"
  worst-setup-path-type: "register to register"
  worstPathRequired_ns: 2.98
  cpPeakStageDelay_ns: 0.46
  reg2reg_from: "q_reg[18]"
  crit_chain: "and4b_1 > nand4_4 > or3_1 > a21oi_1"
  cp_data_arrival_time_ns: 1.82
  rrSetupSlack_ns: 1.16
synth:
  edf_count: 1
  netlist_instances: 100
  synth.yosys.warnings: 1
  syn_area_um2: 946
  yosys_area_um2: 946
  syn_area_per_cell_um2: 9.46
  numSynthFlops: 22
  synthArstFlopShare_pct: 0
  flop_cell: "dfxtp_1"
  postSynthSeqShare_pct: 47.6
  yosysUniqueCellTypes: 31
  ys_cells: 100
placed_design:
  dp_cells: 152
  place.port_buffers: 3
  gp_congestion: 0.800
  dp_hpwl_mm: 1.08
hold_path:
  holdCritStartpoint: "f2"
  min_delay_worst_endpoint: "out"
  hold-path-cell-count: 0
  hold_path_class: "register to register"
outcome:
  status: "completed"
flow_run:
  tool_warnings: 25
  cap_violations: 0
global_routing:
  grt-ovfl-total: 0
  grt_max_degree: 19
  antenna_found_initial: 0
  grt_pass1_vias: 620
  grt_pass1_wl_mm: 2.70
  track_usage_pct: 4.14
floorplanning:
  die_x_um: 88
  die_area_um2: 7740
  die_y_um: 88
  fp-row-count: 24
  io_pins: 4
  design.core.area_um2: 4410
  fp_util_pct: 21.4
cells in the mapped netlist (all sizes together), types with 2 or more instances:
master | instances | area, um^2
inv | 2 | 7.51
buf | 2 | 8.75
nor2 | 14 | 52.6
dfxtp | 21 | 420
nor2b | 2 | 12.5
nor4 | 2 | 12.5
or3 | 5 | 31.3
xnor2 | 5 | 43.8
and2 | 2 | 12.5
nand2 | 4 | 15.0
and4 | 2 | 18.8
a21oi | 4 | 20.0
xor2 | 9 | 78.8
nand4 | 5 | 52.6
o21ai | 4 | 20.0
nand3 | 6 | 30.0
report_power, final:
| part | leakage [nW] | switching [mW] | total (mW) | internal (mW) |
|---|---|---|---|---|
| logic | 0.168 | 0.0114 | 0.0196 | 0.00818 |
| registers | 0.179 | 0.00318 | 0.322 | 0.319 |
| clock network | 0.0228 | 0.0940 | 0.195 | 0.101 |
layout make-up:
class,count,area share (%)
clock buffer,4,4.20
inverter,2,0.699
multi-input combinational,73,44.3
sequential,22,42.0
timing repair buffer,3,2.80
tap,52,6.06
per-stage QoR:
stage                     area (um^2)  power, mW  hold WS [ns]  worst slack (ns)  util, %
after CTS                        1070      0.545         0.460              1.16     24.3
final                            1070      0.537         0.457              1.16     24.3
after detailed placement         1030      0.349         0.441             0.951     23.3
after global placement           1030      0.347         0.438              1.07     23.3
after global routing             1070      0.560         0.478              1.03     24.3
after floorplan                   946      0.343         0.428              1.34        -
critical path: cells and delay by family, from the launching register on:
kind,cells,cell delay [ns]
and+or+nand+nor,3,1.02
DFF,1,0.40
AOI/OAI and AO/OA,1,0.14
worst max-delay path by stage:
| stage | end |
|---|---|
| 5_1_grt | q_reg[17] |
| 4_1_cts | q_reg[13] |
| 6_report | q_reg[17] |
placed cells by master (no fill, tap or decap), types with 4 or more instances in the layout:
cell type	instances
nand3_1	6
o21ai_0	4
dfxtp_1	21
a21oi_1	4
nor2_1	14
xnor2_1	5
xor2_1	9
or3_1	5
nand2_1	4
per-layer routing:
metal  global-route usage (%)  vias up  share of wire [%]
li1                         -      356                  -
met1                     5.61      309                 47
met2                     6.22       12                 45
met3                     1.68        2                6.3
met4                    0.580        0                1.8
met5                        0        -                  0
kinds of logic after synthesis:
logic type	count (synthesis)	synth area share, %
DFF	22	47.6
and+or+nand+nor	48	29.9
AOI/OAI and AO/OA	9	5.03
buffers and inverters	5	2.12
xor gates and xnor gates	14	13.0
adders and majority gates	1	1.32
muxes	1	1.06
Power is estimated from default activity; no workload was simulated.
