==> flow/design.v <==
module top(
    input clk,               
    input rst_n,             
    output [7:0] led,        
    input usb_rx,            
    output usb_tx            
    );
    wire rst = ~rst_n;
    assign usb_tx = usb_rx;   
    reg [31:0] counter;
    always @(posedge clk) begin
        counter = counter + 1;
        led = counter[31:23];
    end
endmodule
==> flow/run.sh <==
#!/bin/bash
# OpenROAD 26Q1-2900-gdf79404cd8, Yosys 0.63+post, stock flow scripts
make -C /OpenROAD-flow-scripts/flow DESIGN_CONFIG=/design/flow/config.mk WORK_HOME=/design/flow/orfs finish
==> flow/config.mk <==
export PLATFORM = sky130hd
export DESIGN_NAME = top
export DESIGN_NICKNAME = top
export VERILOG_FILES = /design/flow/design.v
export SDC_FILE = /design/flow/constraint.sdc
export NUM_CORES = 4
export LEC_CHECK = 1
export CORE_AREA = 10 10 113 113
export DIE_AREA = 0 0 123 123
==> flow/constraint.sdc <==
current_design top

set clk_period 5.2
set clk_io_pct 0.2

create_clock -name clk0 -period $clk_period [get_ports {clk}]

set non_clock_inputs [all_inputs -no_clocks]
set_input_delay [expr $clk_period * $clk_io_pct] -clock clk0 $non_clock_inputs
set_output_delay [expr $clk_period * $clk_io_pct] -clock clk0 [all_outputs]
==> flow_summary.toml <==
# flow metrics
[run_status]
status = "completed"

[clock_tree]
clk_pin_slew_worst_paths_ns = 0.06
clk_latency_ns = 0.28
cts_made_buffers = 5
cts_resized = 0
cts_tree = "done"
clock_sinks = 31
cts_root_buffer = "clkbuf_8"
htree_levels = 2
hold_buffers = 0
post-cts-setup-buffers = 0
clock_path_buffers = 2

[floorplanning]
fp_util_pct = 12.6
rows = 37
die_h_um = 123
pin_count = 12
die-area_sq_mm = 0.0151
core-area_sq_mm = 0.0103
fp.dieW_um = 123

[pwr]
p_leak_nw = 0.484
irDropWorstVdd_mv = 0.0820
pwr_density_cell_mw_per_mm2 = 264

[final_timing]
fin_crit_sh_pct = 43.7
finalHoldViolCount = 0
setup_ws_ns = 2.93
fin_tns_setup_ns = 0
period_needed_ns = 2.27
report.final.slew_viol_count = 0
worst_slew_pin_slew_ns = 0.710
slew_headroom_pct = 52.5
worst_hold_slack_ns = 0.426
setup_violations = 0
max_freq_mhz = 440
grt_setup_unrepaired = "no"
clock_skew_ns = 0.00886

[logic_synthesis]
synth.cell_area_sq_mm = 0.00130
yosys-top-cells-area = "dfxtp_1, xnor2_1, xor2_1, buf_4, nand3_1"
synthFlopType = "dfxtp_1"
synth_flops = 31
syn_inst = 132
ys_chip_area_sq_mm = 0.00130
synth_seq_share_pct = 47.6
post_synth.cell_area_avg_sq_um = 9.87
synthArstFlopShare_pct = 0
yosysWarnings = 2
synth_cell_types = 18
ys_cells = 132
most_common_cell = "dfxtp_1"
synth.cells.most_frequent = "dfxtp_1, xnor2_1, nand3_1"
edf_count = 0
synth_top_area_share_pct = 47.6
yosys.area.top_type = "dfxtp_1"

[worst_setup_path]
cp.required_ns = 4.16
crit_fanout = 5
path_cells = "clkdlybuf4s50_1"
critPathLaunchType = "flip-flop"
cp_slowest_cell = "clkdlybuf4s50_1"
cp_data_arrival_time_ns = 1.23
crit_type = "flip-flop to output port"
cp_num_buf_inv = 1
slowest_delay_ns = 0.54
endpoint_kind = "output port"
cp_top_family = "buffers and inverters"

[route]
via_per_inst = 3.07
diodes = 0
firstDrtPassIters = 4
wl_per_cell_um = 7.85
drt-total-wl_um = 2150
dr.first_iter.drc_count = 51
vias = 842
drtAntennaViolNets = 0
route.detailed.drc = 0

[finish]
synthToLayoutAreaGrowth_pct = 19.7
logic_area_sq_um = 592
largest_register_ffs = 31
drive_gt1_share_pct = 7.97
fillers = 1141
seqCellArea_sq_um = 621
final_util_pct = 15.1
stdcell_count = 274

[global_route]
grt_usage_pct = 2.89
grt_pass1_vias = 759
grt_antenna_before_repair = 0
overflow = 0
grt_pass1_wl_um = 3590
grt_max_degree = 10

[placement]
post-dp-hpwl_um = 1630
port_buffers = 8
dp_cells = 266
place.gp.congestion = 0.788
pre_cts_ws_ns = 3.12

[hold_path]
min_path_type = "flip-flop to flip-flop"

[job]
openroad.warnings = 26
cap_violations = 0
[where the power goes]
group / internal, mW / leakage, nW / switching, mW / total [mW]
logic: 0 / 0.192 / 0 / 0.000000192
clock network: 0.0936 / 0.0422 / 0.0806 / 0.174
registers: 0.237 / 0.250 / 0 / 0.237
total: 0.331 / 0.484 / 0.0806 / 0.412
[stage by stage]
| stage | power (mW) | area [sq um] |
|---|---|---|
| 2_1_floorplan | 0.243 | 1300 |
| 3_3_place_gp | 0.243 | 1480 |
| 3_5_place_dp | 0.243 | 1480 |
| 4_1_cts | 0.417 | 1560 |
| 5_1_grt | 0.427 | 1560 |
| 6_report | 0.412 | 1560 |
[placed cells by master (no fill, tap or decap)]
cell / instances
nor3_1: 4
nor3_2: 1
ha_1: 1
inv_1: 4
nor2_1: 7
nor4_2: 2
nand3_1: 15
nand3_2: 1
dfxtp_1: 31
nand2_1: 8
nand4_1: 11
clkbuf_8: 5
clkinv_2: 1
xnor2_1: 20
clkbuf_1: 2
and3_1: 5
and4_1: 1
or3b_1: 1
clkdlybuf4s50_1: 8
xor2_1: 9
or4_4: 1
[routing by layer]
layer	global-route usage (%)	part of all wire, %	vias to the layer above
met5	0	0	-
met4	0.364	0.74	0
met3	1.43	6.6	2
met2	3.92	38	10
met1	4.15	55	375
li1	-	-	455
[logic make-up after synthesis]
kind of cell	after synthesis	synth area share (%)
adder cells (fa/ha/maj)	1	0.960
flip-flops	31	47.6
buffers and inverters	14	6.92
AND/OR/NAND/NOR	57	25.0
XOR/XNOR	29	19.5
[final timing paths]
kind / slack, ns / cells past startpoint / from / to
hold / removal: 0.43 / 1 / counter[0] / counter[0]
hold reg to reg: 0.43 / 1 / counter[0] / counter[0]
setup reg to reg: 3.24 / 5 / counter[0] / counter[30]
setup / recovery: 2.93 / 1 / counter[27] / led[4]
[layout make-up]
type	count	area share [%]
flip-flops and latches	31	39.8
multi-input cells	87	38.0
well taps	136	10.9
repair buffers	8	5.14
clock buffers	7	4.90
inverters	4	0.963
clock inverters	1	0.321
Power figures rest on the tool's default switching activity, not on a simulated workload.
